### design/flow/run.sh
#!/bin/bash
# OpenROAD 26Q1-2900-gdf79404cd8, Yosys 0.63+post, stock flow scripts
make -C /OpenROAD-flow-scripts/flow DESIGN_CONFIG=/design/flow/config.mk WORK_HOME=/design/flow/orfs finish
### design/flow/config.mk
export PLATFORM = sky130hd
export DESIGN_NAME = myandor
export DESIGN_NICKNAME = myandor
export VERILOG_FILES = /design/flow/design.v
export SDC_FILE = /design/flow/constraint.sdc
export NUM_CORES = 4
export LEC_CHECK = 1
export CORE_AREA = 10 10 70 70
export DIE_AREA = 0 0 80 80
### design/flow/constraint.sdc
current_design myandor

set clk_period 1.0
set clk_io_pct 0.2

create_clock -name clk0 -period $clk_period [get_ports {clk}]

set non_clock_inputs [all_inputs -no_clocks]
set_input_delay [expr $clk_period * $clk_io_pct] -clock clk0 $non_clock_inputs
set_output_delay [expr $clk_period * $clk_io_pct] -clock clk0 [all_outputs]
### design/flow/design.v
module myandor (
input clk,
input[1:0] SW,
output wire [5:0] LED
             );        
assign LED[0] = SW[0] & SW[1];  
assign LED[1] = SW[0] ^ SW[1];  
assign LED[2] = SW[0] | SW[1];  
reg Q0, Q1, Q2;
always@(posedge clk)
begin
Q0 <= SW[0];
Q1 <= Q0;
end
reg[2:0] count;
always@(posedge Q1)
begin
if (~SW[1])
   count <=0;
else
   count <= count +1;
end
assign LED[3] = ~count[0];
assign LED[4] = ~count[1];
assign LED[5] = ~count[2];
endmodule
==> CHANGELOG.md <==
### Implementation results

* Status: complete, no violations
* Worst Setup Slack post-DPL at -667.2 ps
* Critical path required time at 800 ps
* Share of layout cells above drive strength 1 at 0.4848
* CORE AREA at 3416 sq um
* Synth warnings at 1
* Distinct lib cells at 6
* Clk latency of the worst-skew pair at 220 ps
* Clk pin slew, worst setup/hold paths at 30 ps
* # H-tree levels at 1
* Root Buffer: clkbuf_4
* Top non-seq family: adder cells
* Max-cap violations at 0
* Final GP Congestion at 0.6052
* Post-synth seq share at 0.5479
* Fin worst setup slack at 32.58 ps
* Gate Count Post-Synth at 18
* Arr. time, crit path at 770 ps
* Worst setup SP type: input port
* Max-slew headroom at 0.8976
* Yosys adder share at 0.2055
* Placement Cell Area at 342.8 sq um
* Power Density at 864.4 nW/um^2
* Post-route minimum period at 967.4 ps
* Vias per cell at 2.013
* Final HPWL DP at 387 microns
* DIE HEIGHT at 80 microns
* XOR/XNOR Fraction of Synth Area at 0.04795
* Initial Util at 0.05348
* FILL cells at 408
* Grt ovf at 0
* Max Slew Vio Count at 0
* Avg Inst Size Synth at 10.15 sq um
* Setup Skew at 5.006 ps
* Leak at 0.1590 nW
* Unrepaired setup endpoints after global routing: false
* Count of tool warnings at 26
* WS Path Type: input port to primary output
* Largest net degree at the start of global routing at 4
* Hold Violations, Final at 0
* Worst slew pin tran at 152.5 ps
* TritonCTS Buffers at 3
* HP Class: input port to register
* Kind of end point of the critical path: primary output
* PortBufs at 8
* VDD IR-drop max at 0.5142 mV
* DRT iter0 DRCs at 0
* Mux cell area share at 0
* Total GRT Usage at 0.01531
* Final core occ at 0.1092
* Yosys chip area at 182.7 sq um
* Diodes inserted at 0
* Combinational gate area at 75.07 sq um
* Hold-fix buffers, CTS at 0
* Row Count at 21
* Flops after synth at 5
* Simple share at 0.07534
* Register pins left without a clock at 3
* Area grow syn2layout at 104.1%
* Synthesized cell area at 182.7 sq um
* Drc violations at 0
* Initial antenna violation count at 0
* Drt first pass iters at 1
* Max clock buf depth at 2
* Detailed-route via count at 159
* Vias in the first global route at 179
* I/O Pins at 9
* Endpoints left unconstrained at 6
* Seq. cell area at 100.1 sq um
* Fin crit share at 0.9674
* DRT Wirelength at 457 microns
* Setup slack, reg-to-reg at 620 ps
* First-pass GRT wire length at 779 microns
* Maximum clock rate at 1.034 GHz
* Final ANT Viol Nets at 0
* Post-route cell area at 372.9 sq um
* Setup violators final at 0
* Avg WL per Cell at 5.785 microns
* Compound Share, Synth at 0
* Die W at 80 microns
* Yosys stat cell total at 18
* CTS tree: done
* Die area at 6400 sq um
* Critical path peak fanout at 2
## state kept, by name, summed over array words and instances (netlist names)
signal,cells
Q1,1
count,3
Q0,1
## metal layers
metal,part of all wire,track usage
met5,0,0
met4,0.018,0.007042
met3,0.18,0.01818
met2,0.29,0.01525
met1,0.51,0.01802
## stage by stage
| stage | total power, W | TNS (ps) | hold slack [ps] | std cells |
|---|---|---|---|---|
| after floorplan | 0.0001048 | 0 | 227.7 | 18 |
| after CTS | 0.0003362 | 0 | 294.6 | 79 |
| after global placement | 0.0001483 | -1838 | 311.2 | 75 |
| after global routing | 0.0003437 | 0 | 228.1 | 79 |
| final | 0.0003223 | 0 | 213.8 | 79 |
| after detailed placement | 0.0001509 | -1887 | 314.4 | 75 |
## layout by cell type (no fill, tap or decap)
master / netlist / routed
ha_1: 3 / 1
inv_2: 0 / 2
buf_2: 0 / 3
dfxtp_1: 5 / 5
inv_1: 6 / 4
clkbuf_4: 0 / 3
xnor2_1: 1 / 1
ha_4: 0 / 1
clkdlybuf4s15_2: 0 / 1
nor2_1: 2 / 2
buf_4: 0 / 3
clkbuf_2: 0 / 1
and2_1: 1 / 1
clkdlybuf4s50_1: 0 / 3
buf_6: 0 / 1
ha_2: 0 / 1
## layout make-up
| class | count | area share |
|---|---|---|
| inverter | 6 | 0.06040 |
| clock buffer | 3 | 0.06040 |
| sequential | 5 | 0.2685 |
| timing repair buffer | 12 | 0.2550 |
| tap | 46 | 0.1544 |
| multi-input combinational | 7 | 0.2013 |
## what timing repair did
item	in CTS	in global routing
pin swaps	1	0
endpoints found under the setup margin	3	2
buffers inserted	1	0
resized	19	3
## worst paths after layout
check | from | endpoint | cells after the start
worst max-delay path | SW[1] | LED[1] | 4
worst min register to register | Q0 | Q1 | 0
worst min-delay path | SW[0] | Q0 | 2
worst max register to register | Q0 | Q1 | 0
## Yosys cell counts
cell type	n	share of area
nor2_1	2	0.041
and2_1	1	0.034
ha_1	3	0.21
dfxtp_1	5	0.55
inv_1	6	0.12
xnor2_1	1	0.048
## worst max-delay path, stage by stage
cell	delay [ps]
clkdlybuf4s15_2	200
inv_2	80
ha_4	190
buf_2	100
## logic make-up (layout without fill, tap and decap cells)
logic type    after synthesis  after routing
xor+xnor                    1              1
fa+ha+maj                   3              3
buf+inv                     6             21
flops                       5              5
simple gates                3              3
## power by group
group / total, W / switching (W) / internal [W] / leakage [nW]
registers: 0.0000972 / 0.00000353 / 0.0000937 / 0.0417
clock network: 0.000176 / 0.0000436 / 0.000132 / 0.0138
logic: 0.0000493 / 0.0000173 / 0.0000319 / 0.103
total: 0.000322 / 0.0000645 / 0.000258 / 0.159
No activity file was given, so power comes from the tool's default toggle rates.
